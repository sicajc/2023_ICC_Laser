**flow/design.v**
```verilog
module LASER (
    input CLK,
    input RST,
    input [3:0] X,
    input [3:0] Y,
    output reg [3:0] C1X,
    output reg [3:0] C1Y,
    output reg [3:0] C2X,
    output reg [3:0] C2Y,
    output reg DONE);
  parameter DATA_WIDTH      = 4;
  parameter VALID_POINT_NUM = 40;
  parameter VALID_POINT_NUM_BY_FOUR = 10;
  parameter ITER_NUM        = 4;
  parameter VALID_PTS_WIDTH       = 6;
  parameter RADIUS = 4;
  integer idx,depth;
  reg[6:0] currentState, nextState;
  localparam IDLE         = 7'b0000001;
  localparam RD_DATA      = 7'b0000010;
  localparam FIRST_TRY_C1 = 7'b0000100;
  localparam FIND_C2      = 7'b0001000;
  localparam FIND_C1      = 7'b0010000;
  localparam EVAL         = 7'b0100000;
  localparam FINISH         = 7'b1000000;
  wire state_IDLE         = currentState[0];
  wire state_RD_DATA      = currentState[1];
  wire state_FIRST_TRY_C1 = currentState[2];
  wire state_FIND_C2      = currentState[3];
  wire state_FIND_C1      = currentState[4];
  wire state_EVAL         = currentState[5];
  wire state_DONE         = currentState[6];
  reg[5:0] valid_pts_cnt;
  reg[DATA_WIDTH-1:0] row_ptr,col_ptr;
  reg[2:0] iters_cnt ;
  wire[1:0] rd_data_in_switch = valid_pts_cnt[1:0];
  reg[VALID_PTS_WIDTH-1:0] curr_valid_Num_acc_ff;
  reg[VALID_PTS_WIDTH-1:0] best_Num_ff;
  reg[DATA_WIDTH-1:0] bestC1X_ff,bestC1Y_ff,bestC2X_ff,bestC2Y_ff;
  reg[DATA_WIDTH-1:0] valid_pts_X_cir_buf[0:VALID_POINT_NUM_BY_FOUR-1][0:3];
  reg[DATA_WIDTH-1:0] valid_pts_Y_cir_buf[0:VALID_POINT_NUM_BY_FOUR-1][0:3];
  reg [VALID_PTS_WIDTH-1:0] det_inside_C1;
  reg [VALID_PTS_WIDTH-1:0] det_inside_C2;
  reg [VALID_PTS_WIDTH-1:0] curr_valid_Num_acc_wr;
  wire[3:0] pt_is_in;
  wire[DATA_WIDTH-1:0] current_validX1 = valid_pts_X_cir_buf[VALID_POINT_NUM_BY_FOUR-1][0];
  wire[DATA_WIDTH-1:0] current_validY1 = valid_pts_Y_cir_buf[VALID_POINT_NUM_BY_FOUR-1][0];
  wire[DATA_WIDTH-1:0] current_validX2 = valid_pts_X_cir_buf[VALID_POINT_NUM_BY_FOUR-1][1];
  wire[DATA_WIDTH-1:0] current_validY2 = valid_pts_Y_cir_buf[VALID_POINT_NUM_BY_FOUR-1][1];
  wire[DATA_WIDTH-1:0] current_validX3 = valid_pts_X_cir_buf[VALID_POINT_NUM_BY_FOUR-1][2];
  wire[DATA_WIDTH-1:0] current_validY3 = valid_pts_Y_cir_buf[VALID_POINT_NUM_BY_FOUR-1][2];
  wire[DATA_WIDTH-1:0] current_validX4 = valid_pts_X_cir_buf[VALID_POINT_NUM_BY_FOUR-1][3];
  wire[DATA_WIDTH-1:0] current_validY4 = valid_pts_Y_cir_buf[VALID_POINT_NUM_BY_FOUR-1][3];
  wire rd_data_done_f        = valid_pts_cnt == (VALID_POINT_NUM-1) && state_RD_DATA;
  wire valid_pts_traversed_f = valid_pts_cnt == (VALID_POINT_NUM_BY_FOUR-1) &&
       (state_FIND_C1 || state_FIND_C2 || state_FIRST_TRY_C1) ;
  wire first_try_done_f      = row_ptr == 15 && col_ptr == 15
       && state_FIRST_TRY_C1 && valid_pts_traversed_f;
  wire find_C2_done_f      = row_ptr == 15 && col_ptr == 15 && state_FIND_C2;
  wire find_C1_done_f      = row_ptr == 15 && col_ptr == 15 && state_FIND_C1;
  wire value_converged_f   = curr_valid_Num_acc_ff == best_Num_ff && state_EVAL;
  wire iters_done_f        = iters_cnt == ITER_NUM-1;
  always @(posedge CLK)
  begin
    if(RST)
    begin
      currentState <= RD_DATA;
    end
    else
    begin
      currentState <= nextState;
    end
  end
  always @(*)
  begin
    case (currentState)
      IDLE    :
      begin
        nextState            = RD_DATA;
      end
      RD_DATA :
      begin
        nextState            = rd_data_done_f   ? FIRST_TRY_C1 : RD_DATA;
      end
      FIRST_TRY_C1 :
      begin
        nextState            = first_try_done_f ? FIND_C2 : FIRST_TRY_C1;
      end
      FIND_C2 :
      begin
        nextState            = find_C2_done_f ? FIND_C1 : FIND_C2;
      end
      FIND_C1 :
      begin
        nextState            =  find_C1_done_f ? EVAL : FIND_C1;
      end
      EVAL    :
      begin
        nextState            = (iters_done_f || value_converged_f) ? FINISH:FIND_C2;
      end
      FINISH    :
      begin
        nextState            = IDLE;
      end
      default :
      begin
        nextState            = IDLE;
      end
    endcase
  end
  always @(posedge CLK)
  begin
    if(RST)
    begin
      row_ptr <= 0;
      col_ptr <= 0;
    end
    else if(state_IDLE || currentState != nextState)
    begin
      row_ptr <= 0;
      col_ptr <= 0;
    end
    else
    begin
      if(first_try_done_f || find_C1_done_f || find_C2_done_f)
      begin
        row_ptr  <= 0;
        col_ptr  <= 0;
      end
      else
      begin
        row_ptr  <= (col_ptr == 15) && valid_pts_traversed_f ?
                 row_ptr+1 : row_ptr ;
        col_ptr  <= valid_pts_traversed_f ?
                 ((col_ptr==15) ? 0 :col_ptr+1) : col_ptr;
      end
    end
  end
  always @(posedge CLK)
  begin
    if(RST)
    begin
      valid_pts_cnt <= 0;
    end
    else if(state_IDLE || currentState != nextState || valid_pts_traversed_f)
    begin
      valid_pts_cnt <= 0;
    end
    else if(state_RD_DATA)
    begin
      valid_pts_cnt <= valid_pts_cnt + 1;
    end
    else if(state_FIND_C1 || state_FIND_C2 || state_FIRST_TRY_C1)
    begin
      valid_pts_cnt <= valid_pts_cnt + 1;
    end
    else
    begin
      valid_pts_cnt <= valid_pts_cnt;
    end
  end
  always @(posedge CLK)
  begin
    if(RST)
    begin
      iters_cnt <= 0;
    end
    else if(state_IDLE)
    begin
      iters_cnt <= 0;
    end
    else if(find_C1_done_f)
    begin
      iters_cnt <= iters_cnt + 1;
    end
    else
    begin
      ;
    end
  end
  always @(posedge CLK)
  begin
    if(state_RD_DATA)
    begin
      for ( depth = 0 ; depth < 4 ; depth = depth + 1)
        for(idx = 1 ; idx < VALID_POINT_NUM_BY_FOUR ; idx = idx+1)
        begin
          if(rd_data_in_switch==2'b00)
          begin
            valid_pts_X_cir_buf[idx][depth] <= valid_pts_X_cir_buf[idx-1][depth];
            valid_pts_Y_cir_buf[idx][depth] <= valid_pts_Y_cir_buf[idx-1][depth];
          end
        end
      case(rd_data_in_switch)
        2'b00:
        begin
          valid_pts_X_cir_buf[0][0] <= X;
          valid_pts_Y_cir_buf[0][0] <= Y;
        end
        2'b01:
        begin
          valid_pts_X_cir_buf[0][1] <= X;
          valid_pts_Y_cir_buf[0][1] <= Y;
        end
        2'b10:
        begin
          valid_pts_X_cir_buf[0][2] <= X;
          valid_pts_Y_cir_buf[0][2] <= Y;
        end
        2'b11:
        begin
          valid_pts_X_cir_buf[0][3] <= X;
          valid_pts_Y_cir_buf[0][3] <= Y;
        end
        default:
        begin
          valid_pts_X_cir_buf[0][0] <= 0;
          valid_pts_Y_cir_buf[0][0] <= 0;
        end
      endcase
    end
    else if((state_FIND_C1 || state_FIRST_TRY_C1 || state_FIND_C2))
    begin
      for(depth = 0 ;depth < 4 ; depth= depth + 1)
        for(idx = 1 ; idx < VALID_POINT_NUM_BY_FOUR ; idx = idx+1)
        begin
          valid_pts_X_cir_buf[idx][depth] <= valid_pts_X_cir_buf[idx-1][depth];
          valid_pts_Y_cir_buf[idx][depth] <= valid_pts_Y_cir_buf[idx-1][depth];
          valid_pts_X_cir_buf[0][depth] <= valid_pts_X_cir_buf[VALID_POINT_NUM_BY_FOUR-1][depth];
          valid_pts_Y_cir_buf[0][depth] <= valid_pts_Y_cir_buf[VALID_POINT_NUM_BY_FOUR-1][depth];
        end
    end
    else
    begin
      ;
    end
  end
  always @(posedge CLK)
  begin
    if(RST)
    begin
      bestC1X_ff <= 0;
      bestC1Y_ff <= 0;
      bestC2X_ff <= 0;
      bestC2Y_ff <= 0;
      best_Num_ff <= 0;
    end
    else if(state_IDLE)
    begin
      bestC1X_ff <= 0;
      bestC1Y_ff <= 0;
      bestC2X_ff <= 0;
      bestC2Y_ff <= 0;
      best_Num_ff <= 0;
    end
    else if(state_FIRST_TRY_C1 || state_FIND_C1)
    begin
      if(curr_valid_Num_acc_wr >= best_Num_ff)
      begin
        bestC1X_ff <= col_ptr;
        bestC1Y_ff <= row_ptr;
        best_Num_ff <= curr_valid_Num_acc_wr;
      end
      else
      begin
        ;
      end
    end
    else if(state_FIND_C2)
    begin
      if(curr_valid_Num_acc_wr >= best_Num_ff)
      begin
        bestC2X_ff <= col_ptr;
        bestC2Y_ff <= row_ptr;
        best_Num_ff <= curr_valid_Num_acc_wr;
      end
      else
      begin
        ;
      end
    end
    else
    begin
      bestC1X_ff <= bestC1X_ff;
      bestC1Y_ff <= bestC1Y_ff;
      bestC2X_ff <= bestC2X_ff;
      bestC2Y_ff <= bestC2Y_ff;
      best_Num_ff <= best_Num_ff;
    end
  end
  always @(posedge CLK)
  begin
    if(RST)
    begin
      C1X <= 0;
      C1Y <= 0;
      C2X <= 0;
      C2Y <= 0;
      DONE <= 0;
    end
    else if(state_IDLE)
    begin
      C1X <= 0;
      C1Y <= 0;
      C2X <= 0;
      C2Y <= 0;
      DONE <= 0;
    end
    else if(state_DONE)
    begin
      C1X <= bestC1X_ff;
      C1Y <= bestC1Y_ff;
      C2X <= bestC2X_ff;
      C2Y <= bestC2Y_ff;
      DONE <= 1;
    end
    else
    begin
      ;
    end
  end
  reg[DATA_WIDTH-1:0] C1_Xin;
  reg[DATA_WIDTH-1:0] C1_Yin;
  wire[DATA_WIDTH-1:0] C1_Xin_feed = C1_Xin;
  wire[DATA_WIDTH-1:0] C1_Yin_feed = C1_Yin;
  reg[DATA_WIDTH-1:0] C2_Xin;
  reg[DATA_WIDTH-1:0] C2_Yin;
  wire[DATA_WIDTH-1:0] C2_Xin_feed = C2_Xin;
  wire[DATA_WIDTH-1:0] C2_Yin_feed = C2_Yin;
  always @(*)
  begin:DET_IN_INPUTS
    if(state_FIRST_TRY_C1)
    begin
      C1_Xin = col_ptr;
      C1_Yin = row_ptr;
      C2_Xin = col_ptr;
      C2_Yin = row_ptr;
    end
    else if(state_FIND_C1)
    begin
      C1_Xin = col_ptr;
      C1_Yin = row_ptr;
      C2_Xin = bestC2X_ff;
      C2_Yin = bestC2Y_ff;
    end
    else if(state_FIND_C2)
    begin
      C1_Xin = bestC1X_ff;
      C1_Yin = bestC1Y_ff;
      C2_Xin = col_ptr;
      C2_Yin = row_ptr;
    end
    else
    begin
      C1_Xin = 0;
      C1_Yin = 0;
      C2_Xin = 0;
      C2_Yin = 0;
    end
  end
  always @(posedge CLK )
  begin
    if(RST)
    begin
      curr_valid_Num_acc_ff <= 0;
    end
    else if(state_IDLE || valid_pts_traversed_f||currentState!=nextState)
    begin
      curr_valid_Num_acc_ff <= 0;
    end
    else if(state_FIND_C1 || state_FIND_C2 || state_FIRST_TRY_C1)
    begin
      curr_valid_Num_acc_ff <= curr_valid_Num_acc_wr;
    end
    else
    begin
      curr_valid_Num_acc_ff <= curr_valid_Num_acc_ff;
    end
  end
  always @(*)
  begin
    curr_valid_Num_acc_wr = (pt_is_in[0] + pt_is_in[1]) + (pt_is_in[2] +pt_is_in[3])
                          + curr_valid_Num_acc_ff;
  end
  det_inside
    #(
      .RADIUS (RADIUS )
    )
    u_det_inside0(
      .circle1X (C1_Xin_feed ),
      .circle1Y (C1_Yin_feed ),
      .circle2X (C2_Xin_feed ),
      .circle2Y (C2_Yin_feed ),
      .validX   (current_validX1),
      .validY   (current_validY1),
      .pt_is_in (pt_is_in[0] )
    );
  det_inside
    #(
      .RADIUS (RADIUS )
    )
    u_det_inside1(
      .circle1X (C1_Xin_feed ),
      .circle1Y (C1_Yin_feed ),
      .circle2X (C2_Xin_feed ),
      .circle2Y (C2_Yin_feed ),
      .validX   (current_validX2),
      .validY   (current_validY2),
      .pt_is_in (pt_is_in[1] )
    );
  det_inside
    #(
      .RADIUS (RADIUS )
    )
    u_det_inside2(
      .circle1X (C1_Xin_feed ),
      .circle1Y (C1_Yin_feed ),
      .circle2X (C2_Xin_feed ),
      .circle2Y (C2_Yin_feed ),
      .validX   (current_validX3   ),
      .validY   (current_validY3  ),
      .pt_is_in (pt_is_in[2] )
    );
  det_inside
    #(
      .RADIUS (RADIUS )
    )
    u_det_inside3(
      .circle1X (C1_Xin_feed ),
      .circle1Y (C1_Yin_feed ),
      .circle2X (C2_Xin_feed ),
      .circle2Y (C2_Yin_feed ),
      .validX   (current_validX4   ),
      .validY   (current_validY4   ),
      .pt_is_in (pt_is_in[3] )
    );
endmodule
module det_inside(input[3:0] circle1X,
                    input[3:0] circle1Y,
                    input[3:0] circle2X,
                    input[3:0] circle2Y,
                    input[3:0] validX,
                    input[3:0] validY,
                    output pt_is_in);
  parameter RADIUS = 4;
  reg det_inside_C1,det_inside_C2;
  wire signed[4:0] dispC1X = validX - circle1X;
  reg[3:0] absDispC1X;
  wire signed[4:0] dispC1Y = validY - circle1Y;
  reg[3:0] absDispC1Y;
  wire signed[4:0] dispC2X = validX - circle2X;
  reg[3:0] absDispC2X;
  wire signed[4:0] dispC2Y = validY - circle2Y;
  reg[3:0] absDispC2Y;
  always @(*)
  begin: absoulute
    if(dispC1X > 0)
    begin
      absDispC1X = dispC1X;
    end
    else
    begin
      absDispC1X = ~dispC1X+1;
    end
    if(dispC1Y > 0)
    begin
      absDispC1Y = dispC1Y;
    end
    else
    begin
      absDispC1Y = ~dispC1Y+1;
    end
    if(dispC2X > 0)
    begin
      absDispC2X = dispC2X;
    end
    else
    begin
      absDispC2X = ~dispC2X+1;
    end
    if(dispC2Y > 0)
    begin
      absDispC2Y = dispC2Y;
    end
    else
    begin
      absDispC2Y = ~dispC2Y+1;
    end
  end
  always@(*)
  begin: DET_INSIDE
    det_inside_C1 = ((absDispC1X == RADIUS) && (absDispC1Y == 0))
                  || ((absDispC1X == 0) && (absDispC1Y == RADIUS))
                  || (((absDispC1X <= RADIUS - 1) && (absDispC1Y <= RADIUS - 1))
                      && ~((absDispC1X == RADIUS - 1) && (absDispC1Y == RADIUS - 1)));
    det_inside_C2 = ((absDispC2X == RADIUS) && (absDispC2Y == 0))
                  || ((absDispC2X == 0) && (absDispC2Y == RADIUS))
                  || (((absDispC2X <= RADIUS - 1) && (absDispC2Y <= RADIUS - 1))
                      && ~((absDispC2X == RADIUS - 1) && (absDispC2Y == RADIUS - 1)));
  end
  assign pt_is_in = det_inside_C1 || det_inside_C2;
endmodule
```
**flow/run.sh**
```bash
#!/bin/bash
# OpenROAD 26Q1-2900-gdf79404cd8, Yosys 0.63+post, stock flow scripts
make -C /OpenROAD-flow-scripts/flow DESIGN_CONFIG=/design/flow/config.mk WORK_HOME=/design/flow/orfs finish
```
**flow/config.mk**
```make
export PLATFORM = sky130hd
export DESIGN_NAME = LASER
export DESIGN_NICKNAME = LASER
export VERILOG_FILES = /design/flow/design.v
export SDC_FILE = /design/flow/constraint.sdc
export NUM_CORES = 4
export LEC_CHECK = 1
export CORE_UTILIZATION = 50
```
**flow/constraint.sdc**
```tcl
current_design LASER

set clk_period 33.1
set clk_io_pct 0.2

create_clock -name clk0 -period $clk_period [get_ports {CLK}]

set non_clock_inputs [all_inputs -no_clocks]
set_input_delay [expr $clk_period * $clk_io_pct] -clock clk0 $non_clock_inputs
set_output_delay [expr $clk_period * $clk_io_pct] -clock clk0 [all_outputs]
```
==> notes.md <==
Observations from the implementation run.

Logic synthesis:
- The run puts the post-synthesis sequential area ratio at 0.591.
- The largest total area in the synthesized netlist belongs to sky130_fd_sc_hd__edfxtp_1.
- The synthesis stat section lists a flop and latch total of between 300 and 400.
- The run gives the cell area after synthesis as about 0.019 mm2.
- Per the post-synthesis report, the number of cells in the design is about 1500.
- The area fraction of the largest cell type after synthesis is 0.517.
- The run gives the count of different cell masters after synthesis as 100.
- Of all flip-flops after synthesis, the portion carrying an async set or reset was 0.
- The synth_stat.txt file lists the number of cells as roughly 1500.
- Yosys mapped a number of flops with a built-in enable equal to between 300 and 400.
- The run gives the yosys-reported design area after synthesis as ~0.019 mm2.
- The run gives the dominant register cell in the synthesized netlist as sky130_fd_sc_hd__edfxtp_1.
- By area the synthesized netlist is led by sky130_fd_sc_hd__edfxtp_1, sky130_fd_sc_hd__dfxtp_1, sky130_fd_sc_hd__ha_1, sky130_fd_sc_hd__xnor2_1, sky130_fd_sc_hd__mux2i_1.
- The run gives the synthesized area divided by synthesized cell count as between 10 and 15 um2.
- The run puts the number of synthesis warnings at 4.

STA:
- The run puts the number of failing hold endpoints at the final stage at 0.
- The run puts the worst setup skew after layout at roughly 0.019 ns.
- The run puts the final count of pins violating max slew at 0.
- Setup total negative slack on the finished layout was measured at 0 ns.
- The run gives the final critical delay including setup and external delays as 8.71 ns.
- The run puts the pin slew with the least headroom to its limit at around 0.85 ns.
- The run gives the peak clock frequency supported by timing as between 100 and 150 MHz.
- Setup repair after global routing left no endpoint under its margin.
- The run gives the relative slew slack as 0.427.
- The run gives the ratio of final minimum period to clock period as 0.263.
- The run puts the count of final setup violators at 0.

Worst setup path:
- The run gives the worst endpoint data arrival time as around 9.2 ns.
- The run gives the class of the most critical setup path as in2reg.
- STA classifies the critical path startpoint as an input port.
- The worst register-to-register path begins at currentState[2].
- The worst setup path is captured at a flop.
- Per STA, the startpoint of the critical path is RST.
- The data required time reported for the critical path is around 34 ns.
- The run gives the highest net fanout along the worst path as approximately 43.

Finish:
- Once layout is complete, the cells apart from fillers number 2019.
- The run puts the flip-flop and latch area at ~0.011 mm2.
- The run gives the utilization of the core after routing as 0.564.
- The run gives the total of fill cells in the finished design as approximately 2900.
- The run gives the multi-input combinational cell area as just under 0.007 mm2.
- The layout summary lists the proportion of cells stronger than drive strength 1 as 0.0877.
- The run puts the area growth from synthesis to final layout at 11.1%.

Global routing:
- The run puts the first-pass GRT wire length at approximately 60000 um.
- The global route stage reports its total congestion overflow as 0.
- The run gives the maximum number of pins on one net before global-route repair as between 50 and 60.
- The run gives the initial antenna violation count as 0.
- The run gives the total global routing track utilization as 0.222.
- The number of global-route vias before repair was around 11000.

CTS:
- The H-tree was split into 2 levels.
- The run gives the root buffer cell as sky130_fd_sc_hd__clkbuf_16.
- The run puts the number of CTS-inserted buffers at 41.
- The run puts the number of hold buffers added after CTS at 0.
- TritonCTS built the clock tree.
- The run gives the count of clock tree sinks as between 300 and 400.
- The run puts the register clock-pin slew on the reported worst setup and hold paths at around 0.06 ns.
- Once the clock tree was built, the setup fixing pass inserted 0 buffers.
- Once the clock tree was built, the resizer swapped 0 gates to a different size.
- The run puts the insertion delay to the later sink of the worst-skew pair at 0.57 ns.
- The run gives the buffer depth of the longest clock path as 3.

Die:
- The run gives the top-level I/O count as 27.
- The run puts the number of rows in the core area at 70.
- The run gives the initial core utilization as 0.508.
- The die is 195 um tall.
- The run gives the horizontal die size as between 150 and 200 um.
- The run gives the total die area as 0.0380 mm2.
- The core region is about 0.037 mm2.

Pwr:
- The flow reported a cell area power density of 89.4 mW/mm2.
- In this run the VDD rail shows a maximum IR drop of roughly 44 uV.
- The run gives the leakage power summed over all cells as ~7.6 nW.

Drt:
- The run puts the total via count in the routed design at 11400.
- For this block, the initial DRC count from the detailed router was about 720.
- The run gives the average via count per standard cell as around 5.6.
- The run gives the final antenna-violating net count as 0.
- The routed design shows a wire length per standard cell of roughly 19 um.
- The detailed router reported a total wirelength of just under 40000 um.
- The run puts the length of the first detailed-routing pass in iterations at 5.
- The run gives the final antenna diode count as 0.
- The run puts the final routed DRC violation total at 0.

Run status:
- The run finished with clean final reports.

Job:
- The run gives the reported max-cap violation count as 0.
- OpenROAD emitted warnings numbering 48.

Placement:
- The run puts the cell count after placement at 1944.
- The placement summary gives the final routability congestion estimate as between 0.8 and 0.9.
- The run gives the half-perimeter wire length after detailed placement as between 20000 and 30000 um.
- The run puts the number of input and output port buffers inserted at 26.

Worst hold path:
- The launch point of the worst min-delay path is recorded as valid_pts_X_cir_buf[2][2].
- The path class of the tightest hold or removal check is reg2reg.
[cell families after synthesis]
family          Yosys count  share of synthesized area
fa+ha+maj               125                     0.0826
xor+xnor                 87                     0.0466
compound gates          319                      0.119
mux                      51                     0.0277
flops                   389                      0.591
simple gates            360                     0.0970
buf+inv                 153                     0.0357
[cell usage in the layout, fill, tap and decap left out, types with 8 or more instances in the layout]
master / count
sky130_fd_sc_hd__a211oi_1: 9
sky130_fd_sc_hd__a21o_1: 9
sky130_fd_sc_hd__a21oi_1: 57
sky130_fd_sc_hd__a31o_2: 11
sky130_fd_sc_hd__a31oi_1: 26
sky130_fd_sc_hd__and2_1: 10
sky130_fd_sc_hd__and3_1: 9
sky130_fd_sc_hd__buf_4: 24
sky130_fd_sc_hd__clkbuf_1: 10
sky130_fd_sc_hd__clkbuf_16: 42
sky130_fd_sc_hd__clkdlybuf4s50_1: 26
sky130_fd_sc_hd__clkinv_1: 9
sky130_fd_sc_hd__dfxtp_1: 69
sky130_fd_sc_hd__edfxtp_1: 320
sky130_fd_sc_hd__ha_1: 99
sky130_fd_sc_hd__inv_1: 95
sky130_fd_sc_hd__maj3_1: 18
sky130_fd_sc_hd__mux2i_1: 48
sky130_fd_sc_hd__nand2_1: 96
sky130_fd_sc_hd__nand3_1: 36
sky130_fd_sc_hd__nor2_1: 106
sky130_fd_sc_hd__nor2b_1: 17
sky130_fd_sc_hd__nor3_1: 20
sky130_fd_sc_hd__o211ai_1: 21
sky130_fd_sc_hd__o21ai_0: 65
sky130_fd_sc_hd__o21ai_1: 8
sky130_fd_sc_hd__or3_1: 8
sky130_fd_sc_hd__xnor2_1: 57
sky130_fd_sc_hd__xor2_1: 22
[final cells by class]
| class | count | share of cell area |
|---|---|---|
| multi-input combinational | 942 | 0.336 |
| clock buffer | 53 | 0.0534 |
| sequential | 389 | 0.532 |
| clock inverter | 22 | 0.0114 |
| tap | 468 | 0.0284 |
| inverter | 95 | 0.0173 |
| timing repair buffer | 50 | 0.0213 |
[synth_stat cells (26+ instances only)]
cell type	instances
sky130_fd_sc_hd__a21oi_1	57
sky130_fd_sc_hd__nor2_1	106
sky130_fd_sc_hd__nand2_1	96
sky130_fd_sc_hd__o21ai_0	65
sky130_fd_sc_hd__inv_1	95
sky130_fd_sc_hd__mux2i_1	48
sky130_fd_sc_hd__edfxtp_1	320
sky130_fd_sc_hd__a31oi_1	26
sky130_fd_sc_hd__clkbuf_1	30
sky130_fd_sc_hd__nand3_1	36
sky130_fd_sc_hd__dfxtp_1	69
sky130_fd_sc_hd__ha_1	99
sky130_fd_sc_hd__xnor2_1	57
[power breakdown]
part           internal (mW)  leakage (nW)  switching (mW)
combinational          0.226          3.23           0.339
sequential             0.759          3.75          0.0716
clock                  0.268         0.648           0.182
[flip-flops by register name (all words and copies together) (netlist names), 6 cells and up]
signal                 flops
valid_pts_cnt              6
currentState               7
valid_pts_Y_cir_buf      160
best_Num_ff                6
valid_pts_X_cir_buf      160
curr_valid_Num_acc_ff      6
[critical path, stage by stage]
cell                              delay (ns)
sky130_fd_sc_hd__clkdlybuf4s50_1        0.48
sky130_fd_sc_hd__or2_2                  0.63
sky130_fd_sc_hd__nor3_1                 0.26
sky130_fd_sc_hd__o211ai_1               0.11
sky130_fd_sc_hd__a21oi_1                0.13
sky130_fd_sc_hd__nand2_1                0.22
sky130_fd_sc_hd__nand2b_1               0.45
sky130_fd_sc_hd__a211oi_1               0.29
[stage by stage]
step / power (mW) / instance area [um2] / setup slack (ns) / hold slack, ns
global placement: 1.39 / 19300 / 23.86 / 0.400
floorplan: 1.28 / 18600 / 24.59 / 0.400
CTS: 1.87 / 20700 / 24.43 / 0.411
detailed placement: 1.41 / 19300 / 23.82 / 0.405
finish: 1.85 / 20700 / 24.39 / 0.413
global route: 1.97 / 20700 / 24.15 / 0.420
[path summary, 6_finish.rpt]
kind / slack [ns] / end / cells past startpoint
setup / recovery: 24.39 / curr_valid_Num_acc_ff[0] / 8
setup reg to reg: 25.10 / bestC2X_ff[1] / 30
hold reg to reg: 0.41 / valid_pts_X_cir_buf[6][2] / 0
hold / removal: 0.41 / valid_pts_X_cir_buf[6][2] / 0
[layer usage]
| metal | up-vias | GRT usage | part of all wire |
|---|---|---|---|
| li1 | 5608 | - | - |
| met1 | 5429 | 0.349 | 0.45 |
| met2 | 255 | 0.317 | 0.44 |
| met3 | 74 | 0.0738 | 0.076 |
| met4 | 0 | 0.0653 | 0.034 |
| met5 | - | 0 | 0 |
Power is estimated from default activity; no workload was simulated.
